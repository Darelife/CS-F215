## /design/flow/config.mk

```make
export PLATFORM = sky130hd
export DESIGN_NAME = priorityencoder_83
export DESIGN_NICKNAME = priorityencoder_83
export VERILOG_FILES = /design/flow/design.v
export SDC_FILE = /design/flow/constraint.sdc
export NUM_CORES = 4
export LEC_CHECK = 1
export CORE_AREA = 10 10 70 70
export DIE_AREA = 0 0 80 80
```

## /design/flow/constraint.sdc

```tcl
current_design priorityencoder_83

set clk_period 1.2
set clk_io_pct 0.2

create_clock -name clk0 -period $clk_period

set non_clock_inputs [all_inputs -no_clocks]
set_input_delay [expr $clk_period * $clk_io_pct] -clock clk0 $non_clock_inputs
set_output_delay [expr $clk_period * $clk_io_pct] -clock clk0 [all_outputs]
```

## /design/flow/design.v

```verilog
module priorityencoder_83(input en,input[7:0] inp, output reg[2:0] out);
  always @(en,inp)
  begin
    if(en==1)
      begin
        if(inp[7]==1) out=3'b111;
        else if(inp[6]==1) out=3'b110;
        else if(inp[5]==1) out=3'b101;
        else if(inp[4]==1) out=3'b100;
        else if(inp[3]==1) out=3'b011;
        else if(inp[2]==1) out=3'b010;
        else if(inp[1]==1) out=3'b001;
        else
        out=3'b000;
      end
    else out=3'bzzz;
  end
endmodule
```

## /design/flow/run.sh

```bash
#!/bin/bash
# OpenROAD 26Q1-2900-gdf79404cd8, Yosys 0.63+post, stock flow scripts
make -C /OpenROAD-flow-scripts/flow DESIGN_CONFIG=/design/flow/config.mk WORK_HOME=/design/flow/orfs finish
```

==> reports/qor.yml <==
status:
  outcome: "finished, final reports clean"
critical_path:
  crit_type: "in2out"
  required_ps: 960
  path_max_fanout: 2
  end_kind: "output pin"
  cp.arrival_ps: 910
  start_kind: "primary input"
sta:
  rsz0062_at_grt: "yes"
  finalCritPeriodShare_pct: 96.04
  fin_ws_ps: 47.52
  worstMarginPinSlew_ps: 187.9
  period_needed_ps: 1152
  hold_violations: 0
  fmax_ghz: 0.8677
  slew_viol_final: 0
  setup_violations: 0
  relSlewSlack_pct: 87.37
  tns_ps: 0
  whs_ps: 869.5
detailed_routing:
  vias: 105
  post-route-drc-count: 0
  drtIter0Drc: 3
  via_per_inst: 1.567
  wl_per_cell_um: 5.537
  totalWireLength_um: 371
  antenna_left: 0
  first_pass_iters: 2
synth:
  ys_cells: 10
  adder_share_pct: 0
  yosys-stat-area_um2: 45.04
  ys_sh_xor_pct: 0
  seq_area_frac_synth_pct: 0
  topCombFamilyByArea: "AND-OR/OR-AND gates"
  synth_area_um2: 45.04
  common_cells: "a21oi_1 (2), nand2_1 (2), nor2_1 (2)"
  synthAoiAreaFrac_pct: 50.00
  mux_share_pct: 0
  synthTopCellsByArea: "a21oi_1 (22%), nand2_1 (17%), nor2_1 (17%), o31ai_1 (17%), o21ai_0 (11%)"
  synth_cell_types: 7
  top_area_cell: "a21oi_1"
  yosysWarnings: 2
  syn_inst: 10
  avgSynthCellArea_um2: 4.504
  simple_gate_share_pct: 33.33
  top_area_share_pct: 22.22
place:
  placed_cells: 66
  placed_cell_area_um2: 202.7
  place.gp.congestion: 0.7850
  port_buffers: 10
  dp_slack_ps: -562.7
final_layout:
  n_sequential_cell: 0
  design_area_um2: 197.7
  drive_above_1_share_pct: 15.00
  postLayoutCoreUtil_pct: 5.788
  final_cells: 67
  areaGrowthSynthToFinish_pct: 338.9
  seq_area_um2: 0
  nClkBuffers: 0
die:
  design.die.area_um2: 6400
  placement_rows: 21
  core_um2: 3416
  die_width_um: 80
  io_pins: 12
  die-height_um: 80
  fp_util_pct: 1.319
grt:
  grt_pass1_vias: 108
  grt_pass1_wl_um: 531
  antenna_found_initial: 1
  grt_max_degree: 4
  grt.total_usage_pct: 1.039
  overflow: 0
hold_path:
  whs_endpoint: "out[0]"
  hold_class: "in2out"
  worst_hold_startpoint: "inp[4]"
  holdPathStages: 3
run:
  maxCapViolCount: 0
  tool_warnings: 35
power_and_ir_drop:
  ir_drop_uv: 15.58
  power_density_nw_per_um2: 181.2
  p_leak_nw: 0.06291
  power_uw: 35.82
cts:
  post-cts-setup-buffers: 0
worst max-delay path by stage:
stage,slack [ps],start,cells after the start,end
CTS,7,inp[2],5,out[0]
global route,-20,inp[2],4,out[1]
finish,50,inp[2],4,out[1]
per-layer routing:
metal,track usage [%],wire length [µm]
met5,0,0
met3,1.023,105
met1,1.318,166
met2,1.284,98
met4,0,0
critical path, cell delays in order:
cell	delay, ps
dlygate4sd2_1	250
o21ai_1	130
nand2_1	60
dlygate4sd2_1	230
repair_timing:
item                       in CTS  in global routing
setup endpoints to repair       3                  3
pin swaps                       4                  4
hold buffers                    0                  0
gates cloned                    0                  0
resized                        14                  4
cells by family (layout without fill, tap and decap cells):
kind of cell / after synthesis / after routing
AOI/OAI and AO/OA: 4 / 4
and+or+nand+nor: 4 / 4
buffers and inverters: 2 / 12
other: 0 / 1
report_power, final:
group / internal [mW] / switching (mW) / leakage [nW]
Sequential: 0 / 0 / 0
Combinational: 0.0217 / 0.0142 / 0.0629
Clock: 0.000000111 / 0 / 0.00000634
Total: 0.0217 / 0.0142 / 0.0629
final cells by class:
type	instances	area, µm²
inverters	2	7.507
repair buffers	10	87.58
well taps	46	57.56
multi-input cells	8	42.54
fillers	414	3218
diodes	1	2.502
layout by cell type, fill, tap and decap left out, drive strengths merged:
cell	synthesis	routed
o31ai	1	1
a21oi	2	2
nand2	2	2
clkinv	1	1
dlygate4sd2	0	6
buf	0	1
clkdlybuf4s15	0	3
o21ai	1	1
diode	0	1
inv	1	1
nor2	2	2
Power figures rest on the tool's default switching activity, not on a simulated workload.
