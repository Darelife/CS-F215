## ./config.mk

```make
export PLATFORM = sky130hd
export DESIGN_NAME = fsm
export DESIGN_NICKNAME = fsm
export VERILOG_FILES = /design/flow/design.v
export SDC_FILE = /design/flow/constraint.sdc
export NUM_CORES = 4
export LEC_CHECK = 1
export CORE_AREA = 10 10 70 70
export DIE_AREA = 0 0 80 80
```

## ./constraint.sdc

```tcl
current_design fsm

set clk_period 1.5
set clk_io_pct 0.2

create_clock -name clk0 -period $clk_period [get_ports {clk}]

set non_clock_inputs [all_inputs -no_clocks]
set_input_delay [expr $clk_period * $clk_io_pct] -clock clk0 $non_clock_inputs
set_output_delay [expr $clk_period * $clk_io_pct] -clock clk0 [all_outputs]
```

## ./design.v

```verilog
module tff_async_reset(input clk, input reset, input t, output reg q);
    always @(posedge clk or posedge reset) begin
        if (reset)
            q <= 1'b0;
        else if (t)
            q <= ~q;
    end
endmodule
module fsm(input clk,input reset,input x, output reg [1:0] output_code);
    wire [2:0] a;
    wire ta,tb,tc;
    assign ta = (a[0] & ~x) | (a[2]) | (a[1] & a[0]);
    assign tb =  (a[1]) | (~a[2] & x);
    assign tc = (~a[2] & ~a[1] & ~a[0]) | (a[0] & x) | (a[2] & a[0]);
    tff_async_reset t1(clk,reset,tc,a[0]);
    tff_async_reset t2(clk,reset,tb,a[1]);
    tff_async_reset t3(clk,reset,ta,a[2]);
    always@(a,x)begin
        output_code[0] = a[1]&~a[0]&x;
        output_code[1] = a[2]&~a[0]&x;
    end
endmodule
```

## ./run.sh

```bash
#!/bin/bash
# OpenROAD 26Q1-2900-gdf79404cd8, Yosys 0.63+post, stock flow scripts
make -C /OpenROAD-flow-scripts/flow DESIGN_CONFIG=/design/flow/config.mk WORK_HOME=/design/flow/orfs finish
```

==> ci_impl_report.md <==
## Implementation flow summary

| Metric | Value |
|---|---|
| Psw | `0.000118 W` |
| Post-Synthesis Cells | `11` |
| Final setup vio count | `0` |
| Placed Area | `255 sq um` |
| Log Warnings | `25` |
| Gr busiest metal | `met3` |
| DRT iter0 DRCs | `1` |
| CTS tree | `done` |
| Cell variety after synth | `9` |
| Ant diodes | `0` |
| Io pins | `5` |
| Fin crit period | `1.38 ns` |
| DRT antenna net count | `0` |
| Reg2Reg Capture Point | `t1.q` |
| Max cap viols | `0` |
| Yosys reg bits | `3` |
| Critical Path Source Type | `flop` |
| Final Hold Fails | `0` |
| Sw frac | `26.5%` |
| Via/cell ratio | `1.80` |
| Status | `completed` |
| Clock Path Buffers | `2` |
| Clk pwr share | `31.1%` |
| CP startpoint | `t2.q` |
| DR pass1 iterations | `2` |
| Adder-Cell Fraction of Synth Area | `0%` |
| First-pass GRT wire length | `690 um` |
| Hold Crit Class | `primary input to async pin` |
| VDD IR-drop max | `0.000245 V` |
| R2r worst-path depth | `3` |
| Post-DR wirelength/cell | `5.55 um` |
| Capture point of the worst path | `output_code[0]` |
| Pleak | `0.138 nW` |
| FP Rows | `21` |
| Top cells, area | `dfrtp_1 (50%), nor2b_4 (9.2%), a211oi_2 (8.3%), nor3b_2 (8.3%), and3b_2 (6.7%)` |
| M2 GR Usage | `1.77%` |
| Area share, top type | `50.0%` |
| Die width | `80 um` |
| Simple-Gate Area Share | `39.2%` |
| Pre-CTS setup slack | `-0.247 ns` |
| Worst setup EP type | `output pin` |
| Synth warnings | `2` |
| GR Util met1 | `1.26%` |
| Clock Sinks | `3` |
| Fmax | `0.726 GHz` |
| RePlAce Congestion | `0.640` |
| Unrepaired setup endpoints after global routing | `no` |
| DR DRC count | `0` |
| Crit path max fanout | `3` |
| Largest net degree at the start of global routing | `5` |
| Core ar. | `3420 sq um` |
| Final worst-path cycle share | `91.8%` |
| Root buffer cell | `clkbuf_4` |
| Worst Tran Pin Value | `0.164 ns` |
| Reg-to-reg startpoint | `t1.q` |
| Max-slew headroom | `89.0%` |
| Arr. time, crit path | `1.08 ns` |
| Final instance area | `300 sq um` |
| Clk latency of the worst-skew pair | `0.23 ns` |
| CTS Hold Bufs | `0` |
| GRT Overall Usage | `1.48%` |
| Slew Viols, Final | `0` |
| Worst setup path category | `flop to output pin` |
| FP Core Util | `4.40%` |
| Worst-path clk slew | `0.04 ns` |
| Synthesized cell area | `150 sq um` |
| Number of port buffers | `4` |
| TritonCTS buffer count | `3` |
| Required time worst endpoint | `1.20 ns` |
| Xor+xnor area frac | `0%` |
| M3 GR Usage | `2.16%` |
| Ao+oa area frac | `8.33%` |
| Total negative slack | `0 ns` |
| Vert. Die Dim | `80 um` |
| Chip area | `6400 sq um` |
| Vias | `124` |
| Clock skew | `0.000751 ns` |
| Vias in the first global route | `168` |
| Power per cell area | `1490 nW/um^2` |
| Synthesized area per cell | `13.6 sq um` |
| H-tree levels | `1` |
| Mux share | `0%` |
| Reg-to-reg slack, setup | `0.55 ns` |
| Fillers | `406` |
| GRT overflow | `0` |
| Synth area leader | `dfrtp_1` |
| Worst setup margin | `0.123 ns` |
| Combinational Power Share | `36.9%` |
| Sequential area share after synthesis | `50.0%` |
| Share of post-route cells with drive strength above 1 | `47.8%` |
| Final WL | `383 um` |
| Sequential share of power | `32.0%` |
| Top non-seq family | `simple AND/OR/NAND/NOR gates` |
| Layout area overhead | `100%` |
| Yosys cell count | `11` |
| Int Pwr | `0.000328 W` |
| Synthesis area per yosys | `150 sq um` |
| Initial antenna violation count | `0` |
==> sequential cells by signal, summed over array words and instances, names as in the netlist <==
name  cells
t1.q      1
t2.q      1
t3.q      1
==> final cells by class <==
type | count | area, sq um | area share, %
clock buffer | 4 | 26.3 | 8.75
multi-input combinational | 7 | 71.3 | 23.8
tap | 46 | 57.6 | 19.2
inverter | 1 | 3.75 | 1.25
timing repair buffer | 8 | 66.3 | 22.1
sequential | 3 | 75.1 | 25.0
==> worst max-delay path, cell delays in order (launching register included) <==
cell           delay (ns)
dfrtp_1              0.40
and3b_2              0.21
dlygate4sd2_1        0.23
==> power groups by stage <==
stage                 combinational (W)  sequential, W  clock [W]
after CTS                      0.000191       0.000138   0.000149
after global routing           0.000181       0.000154   0.000156
final                          0.000165       0.000143   0.000139
==> worst min-delay path by stage <==
stage     start    to  slack, ns  cells after the start
4_1_cts   reset  t2.q       0.25                      2
5_1_grt   reset  t2.q       0.27                      2
6_report  reset  t2.q       0.25                      2
==> per-stage QoR <==
stage                     utilization [%]  cells  power (W)  hold WS (ns)
final                                8.79     69   0.000447         0.251
after global routing                 8.79     69   0.000491         0.272
after CTS                            9.01     70   0.000478         0.254
after detailed placement             7.47     62   0.000258         0.504
after global placement               7.47     62   0.000249         0.479
after floorplan                         -     11   0.000214        0.0536
==> routing by layer <==
layer | wire (um) | up-vias
met3 | 86 | 0
met4 | 0 | 0
met1 | 149 | 58
met5 | 0 | -
met2 | 147 | 5
li1 | - | 61
==> cells in the final DEF, fill, tap and decap left out <==
cell             netlist  layout
and3b_1                1       1
and3b_2                1       1
nor2b_1                1       1
clkdlybuf4s50_1        0       1
dlygate4sd2_1          0       3
nor3b_2                1       1
nor2b_4                1       1
buf_4                  0       4
a211oi_2               1       1
and2b_1                1       1
inv_1                  1       1
clkbuf_1               0       1
dfrtp_1                3       3
clkbuf_4               0       3
==> what timing repair did <==
| action | 4_1_cts | 5_1_grt |
|---|---|---|
| gates resized | 3 | 0 |
| endpoints found under the setup margin | 2 | 1 |
| setup buffers | 4 | 0 |
==> cells in the mapped netlist <==
master	number
nor3b_2	1
and2b_1	1
dfrtp_1	3
a211oi_2	1
inv_1	1
nor2b_4	1
and3b_1	1
nor2b_1	1
and3b_2	1
==> cell families after synthesis <==
family                 count (synthesis)
and+or+nand+nor                        6
DFF                                    3
AOI/OAI and AO/OA                      1
buffers and inverters                  1
Power and IR drop assume default switching activity.
